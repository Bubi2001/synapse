**run.sh**
```bash
#!/bin/bash
# OpenROAD 26Q1-2900-gdf79404cd8, Yosys 0.63+post, stock flow scripts
make -C /OpenROAD-flow-scripts/flow DESIGN_CONFIG=/design/flow/config.mk WORK_HOME=/design/flow/orfs finish
```
**config.mk**
```make
export PLATFORM = sky130hd
export DESIGN_NAME = RegisterFile
export DESIGN_NICKNAME = RegisterFile
export VERILOG_FILES = /design/flow/design.v
export SDC_FILE = /design/flow/constraint.sdc
export NUM_CORES = 4
export LEC_CHECK = 1
export CORE_UTILIZATION = 30
```
**constraint.sdc**
```tcl
current_design RegisterFile

set clk_period 7.0
set clk_io_pct 0.2

create_clock -name clk0 -period $clk_period [get_ports {clk}]

set non_clock_inputs [all_inputs -no_clocks]
set_input_delay [expr $clk_period * $clk_io_pct] -clock clk0 $non_clock_inputs
set_output_delay [expr $clk_period * $clk_io_pct] -clock clk0 [all_outputs]
```
**design.v**
```verilog
package ALUOperations;
    typedef enum logic [5:0] {
        ALU_NOP     = 6'h00,     
        ALU_ADD     = 6'h01,     
        ALU_SUB     = 6'h02,     
        ALU_AND     = 6'h03,     
        ALU_OR      = 6'h04,     
        ALU_XOR     = 6'h05,     
        ALU_NAND    = 6'h06,     
        ALU_NOR     = 6'h07,     
        ALU_XNOR    = 6'h08,     
        ALU_ANDN    = 6'h09,     
        ALU_ORN     = 6'h0A,     
        ALU_XORN    = 6'h0B,     
        ALU_NOT     = 6'h0C,     
        ALU_SLL     = 6'h0D,     
        ALU_SLT     = 6'h0E,     
        ALU_SLTU    = 6'h0F,     
        ALU_SRL     = 6'h10,     
        ALU_SRA     = 6'h11,     
        ALU_MUL     = 6'h12,     
        ALU_MULH    = 6'h13,     
        ALU_MULHU   = 6'h14,     
        ALU_MULHSU  = 6'h15,     
        ALU_DIV     = 6'h16,     
        ALU_DIVU    = 6'h17,     
        ALU_REM     = 6'h18,     
        ALU_REMU    = 6'h19,     
        ALU_SLO     = 6'h1A,     
        ALU_SRO     = 6'h1B,     
        ALU_ROL     = 6'h1C,     
        ALU_ROR     = 6'h1D,     
        ALU_SBSET   = 6'h1E,     
        ALU_SBCLR   = 6'h1F,     
        ALU_SBINV   = 6'h20,     
        ALU_SBEXT   = 6'h21,     
        ALU_CLZ     = 6'h22,     
        ALU_CTZ     = 6'h23,     
        ALU_PCNT    = 6'h24,     
        ALU_BEXT    = 6'h25,     
        ALU_BDEP    = 6'h26,     
        ALU_GREV    = 6'h27,     
        ALU_SHFL    = 6'h28,     
        ALU_UNSHFL  = 6'h29,     
        ALU_INCA    = 6'h2A,     
        ALU_DECA    = 6'h2B,     
        ALU_ABS     = 6'h2C,     
        ALU_NEG     = 6'h2D,     
        ALU_RLTC    = 6'h2E,     
        ALU_RRTC    = 6'h2F,     
        ALU_BITREV  = 6'h30,     
        ALU_BSWAP   = 6'h31,     
        ALU_MIN     = 6'h32,     
        ALU_MINU    = 6'h33,     
        ALU_MAX     = 6'h34,     
        ALU_MAXU    = 6'h35      
    } alu_op_t;
endpackage
package FPUOperations;
    typedef enum logic [5:0] {
        FPU_NOP         = 6'h00,
        FPU_ADD_S       = 6'h01,
        FPU_SUB_S       = 6'h02,
        FPU_MUL_S       = 6'h03,
        FPU_DIV_S       = 6'h04,
        FPU_MIN_S       = 6'h05,
        FPU_MAX_S       = 6'h06,
        FPU_SQRT_S      = 6'h07,
        FPU_MADD_S      = 6'h08,
        FPU_MSUB_S      = 6'h09,
        FPU_NMADD_S     = 6'h0A,
        FPU_NMSUB_S     = 6'h0B,
        FPU_CVT_W_S     = 6'h0C,
        FPU_CVT_WU_S    = 6'h0D,
        FPU_CVT_S_W     = 6'h0E,
        FPU_CVT_S_WU    = 6'h0F,
        FPU_SGNJ_S      = 6'h10,
        FPU_SGNJN_S     = 6'h11,
        FPU_SGNJX_S     = 6'h12,
        FPU_EQ_S        = 6'h13,
        FPU_LT_S        = 6'h14,
        FPU_LE_S        = 6'h15,
        FPU_ADD_D       = 6'h16,
        FPU_SUB_D       = 6'h17,
        FPU_MUL_D       = 6'h18,
        FPU_DIV_D       = 6'h19,
        FPU_MIN_D       = 6'h1A,
        FPU_MAX_D       = 6'h1B,
        FPU_SQRT_D      = 6'h1C,
        FPU_MADD_D      = 6'h1D,
        FPU_MSUB_D      = 6'h1E,
        FPU_NMADD_D     = 6'h1F,
        FPU_NMSUB_D     = 6'h20,
        FPU_CVT_S_D     = 6'h21,
        FPU_CVT_D_S     = 6'h22,
        FPU_CVT_W_D     = 6'h23,
        FPU_CVT_WU_D    = 6'h24,
        FPU_CVT_D_W     = 6'h25,
        FPU_CVT_D_WU    = 6'h26,
        FPU_SGNJ_D      = 6'h27,
        FPU_SGNJN_D     = 6'h28,
        FPU_SGNJX_D     = 6'h29,
        FPU_EQ_D        = 6'h2A,
        FPU_LT_D        = 6'h2B,
        FPU_LE_D        = 6'h2C
    } fpu_op_t;
endpackage
module RegisterFile (
    input  logic        clk,
    input  logic        rst_n,     
    input  logic [4:0]  waddr,     
    input  logic [31:0] wdata,     
    input  logic        wen,       
    input  logic [4:0]  raddr1,    
    output logic [31:0] rdata1,    
    input  logic [4:0]  raddr2,    
    output logic [31:0] rdata2,    
    input  logic [4:0]  raddr3,    
    output logic [31:0] rdata3     
);
    logic [31:0] regs [31:0];
    always_ff @(posedge clk or negedge rst_n) begin
        if (!rst_n)
            for (int i = 0; i < 32; i++)
                regs[i] <= 32'b0;
        else if (wen && waddr != 5'b00000)   
            regs[waddr] <= wdata;
    end
    assign rdata1 = (raddr1 == 5'b00000) ? 32'b0 : regs[raddr1];
    assign rdata2 = (raddr2 == 5'b00000) ? 32'b0 : regs[raddr2];
    assign rdata3 = (raddr3 == 5'b00000) ? 32'b0 : regs[raddr3];
endmodule
```
==> impl_metrics.py <==
# Metrics from the implementation run
metrics = {
    "yosys": {
        "async_reset_ff_frac": 1.00,
        "ys_top_cells_by_count": "1015 x nand3_1, 997 x mux2_2, 992 x dfrtp_1",
        "yosys_area_um2": 59100,
        "dominant_cell_by_count_in_the_synthesized_netlist": "nand3_1",
        "synth.distinct_cells": 68,
        "post_synth_instance_area_um2": 59100,
        "flip_flop_and_latch_count_after_synthesis": 992,
        "post_synth.cell_area_avg_um2": 10.0,
        "total_cells_reported_by_yosys_after_synthesis": 5913,
        "yosys.area.top_type": "dfrtp_1",
        "post_synth_main_area_contributors": "dfrtp_1 42%, mux2_2 19%, nand3_1 8.6%",
        "number_of_instances_in_the_synthesized_netlist": 5913,
        "ys.flop_type": "dfrtp_1",
        "enable_flop_cells": 0,
        "synth_sequential_area_ratio": 0.420,
        "ys_warn_count": 2,
        "synthDominantCellAreaShare": 0.420,
    },
    "final_layout": {
        "drive_gt1_frac": 0.308,
        "final_util": 0.363,
        "fill_cells": 19451,
        "largest_register_ffs": 992,
        "largest_registers": "regs: 992 flops",
        "register_with_the_most_flip_flops": "regs",
        "syn2layout_area_growth_pct": 20.0,
    },
    "setup_path": {
        "worst_path_arrival_time_ps": 5750,
        "worstSetupStartpoint": "raddr3[1]",
        "worst_setup_path_end_kind": "primary output",
        "critical_path.top_delay_family": "buffers and inverters",
        "path_max_fanout": 9,
        "rr_startpoint": "regs[14][27]",
        "worst_ep_required_time_ps": 5600,
        "max_stage_delay_ps": 1200,
        "worstPathBufferInverterCount": 4,
        "timing.setup.critical_path_class": "input port to primary output",
        "timing.critical_path.from_type": "input port",
        "worst_path_max_delay_cell": "and2_1",
        "cp_cell_sequence": "clkdlybuf4s50_1, and3_2, and2_1, buf_4, a22oi_1, and4_1, a31oi_1, buf_4, clkdlybuf4s50_1",
    },
    "run_status": {
        "run_status": "finished with violations",
        "violations": "capacitance limit, slew limit, setup timing",
    },
    "global_route": {
        "grt_max_degree": 121,
        "busiest_grt_layer": "met2",
        "grt.met1_usage": 0.614,
        "globalRouteMet2Util": 0.664,
        "vias_in_the_first_global_route": 61911,
        "groute.layer.met3.usage": 0.263,
        "gr_ovfl_total": 0,
        "grt_first_pass_wirelength_um": 633000,
        "global_route_usage_over_all_layers": 0.501,
        "antenna_found_initial": 76,
    },
    "timing": {
        "min_period_ps": 7150,
        "fmax_mhz": 140,
        "final.setup.tns_ps": -225,
        "finalMaxSlewViolations": 9,
        "clock_skew_ps": 0,
        "slew-limit-headroom": -0.0254,
        "final-setup-viol-count": 5,
        "worst_slew_pin_slew_ps": 1540,
        "final_hold_viol_count": 0,
        "setup_ws_ps": -151,
        "rsz0062_at_grt": "false",
        "fin_hold_ws_ps": 480,
        "share_of_the_clock_period_used_by_the_worst_path_after_layout": 1.02,
    },
    "cts": {
        "cts.htree.levels": 3,
        "holdBufCountCts": 0,
        "clkSlewWorstSetupHoldPaths_ps": 60,
        "cts_buffers": 121,
        "clkLatencyLatePin_ps": 840,
        "tritoncts": "yes",
        "clock_tree.buffer_depth": 3,
        "clock_sinks": 992,
        "cts_root_buf": "clkbuf_16",
    },
    "min_path": {
        "min_path_type": "input port to async pin",
    },
    "placement": {
        "place_ws_ps": -154,
        "hpwl_um": 323000,
        "portBuffers": 150,
        "routabilityCongestion": 1.11,
    },
    "power": {
        "sw_share": 0.355,
        "power.sequential.fraction": 0.454,
        "power_frac_clock": 0.366,
        "switching_power_mw": 6.84,
        "leakagePower_nw": 29.4,
        "power_density_nw_per_um2": 272,
        "comb_power_share": 0.179,
        "peakVddDrop_mv": 0.218,
        "internal-power_mw": 12.4,
    },
    "floorplan": {
        "fp.dieH_um": 446,
        "die_width_um": 446,
        "rows": 162,
        "total_die_size_um2": 199000,
        "initCoreUtil": 0.303,
        "i_o_pin_total": 151,
        "core_region_area_um2": 195000,
    },
    "routing": {
        "first_iter_violations": 9772,
        "drt_drc_violations_left": 0,
        "detail_route.wl_per_cell_um": 55.6,
        "finalWirelength_um": 490000,
        "route.antenna.remaining_nets": 0,
        "route.detailed.vias_per_inst": 7.40,
        "routed-via-count": 65217,
        "dr.pass1.iters": 10,
    },
    "run": {
        "maxCapViolCount": 1,
        "warning_count": 49,
    },
}
[path summary, 6_finish.rpt]
check	to	slack, ps	cells after the start
min in group clk0	regs[30][29]	560	1
worst min register to register	regs[30][29]	560	1
worst max register to register	regs[14][27]	5970	1
max in group asynchronous	regs[19][15]	4820	3
worst min-delay path	regs[21][29]	480	1
worst max-delay path	rdata3[27]	-150	9
[cell families after synthesis]
logic type	after synthesis	share of synthesized area
compound gates	1077	0.138
simple gates	2107	0.201
buf+inv	720	0.0482
flops	992	0.420
mux	1017	0.193
[repair_timing]
item / CTS / global route
resized: 2 / 0
endpoints found under the setup margin: 1 / 0
endpoints found under the hold margin: 0 / 0
setup buffers: 0 / 0
[per-stage QoR]
step | power [mW] | instances | area [µm²]
final | 19.3 | 8811 | 71000
after global routing | 19.6 | 8758 | 70800
after CTS | 19.0 | 8752 | 70800
after detailed placement | 12.0 | 8523 | 66500
after global placement | 12.0 | 8523 | 66500
after floorplan | 9.45 | 5913 | 59100
[area by class of cell]
class | instances | area (µm²) | share of cell area
Multi-Input combinational cell | 4201 | 32000 | 0.451
Sequential cell | 992 | 24800 | 0.350
Timing Repair Buffer | 679 | 6240 | 0.0879
Clock buffer | 154 | 3390 | 0.0478
Tap cell | 2624 | 3280 | 0.0463
Clock inverter | 75 | 976 | 0.0138
Antenna cell | 59 | 148 | 0.00208
Inverter | 27 | 101 | 0.00143
[cells in the final DEF, fill, tap and decap left out, types with 19 or more instances in the layout]
cell type,netlist,layout
a2111oi_0,80,78
a21oi_1,119,119
a221o_1,19,19
a222oi_1,61,61
a22o_1,83,83
a22oi_1,475,475
a31oi_1,99,98
and2_1,69,64
and3_1,289,286
and4_1,71,71
buf_12,0,65
buf_4,1,467
clkbuf_16,0,123
clkbuf_8,0,20
clkdlybuf4s50_1,0,137
dfrtp_1,992,992
diode_2,0,59
inv_1,27,27
mux2_2,997,997
nand2_1,98,82
nand3_1,1015,1013
nand4_1,280,280
nor2_4,0,22
nor3_1,41,34
nor4_1,70,67
o2111ai_1,22,22
o21ai_0,19,19
o31a_1,21,21
[power groups by stage]
stage,clock network (mW),logic (mW),registers (mW)
final,7.06,3.46,8.76
after global routing,7.28,3.52,8.78
after CTS,7.08,3.33,8.61
[per-layer routing]
metal	vias up	routed length (µm)
met5	-	772
met4	59	48500
met3	2204	70900
met2	6086	194000
met1	33505	176000
li1	23363	-
Power and IR drop assume default switching activity.
