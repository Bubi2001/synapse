File: config.mk
export PLATFORM = sky130hd
export DESIGN_NAME = Unshuffle
export DESIGN_NICKNAME = Unshuffle
export VERILOG_FILES = /design/flow/design.v
export SDC_FILE = /design/flow/constraint.sdc
export NUM_CORES = 4
export LEC_CHECK = 1
export CORE_AREA = 10 10 77 77
export DIE_AREA = 0 0 87 87
File: constraint.sdc
current_design Unshuffle

set clk_period 15.3
set clk_io_pct 0.2

create_clock -name clk0 -period $clk_period

set non_clock_inputs [all_inputs -no_clocks]
set_input_delay [expr $clk_period * $clk_io_pct] -clock clk0 $non_clock_inputs
set_output_delay [expr $clk_period * $clk_io_pct] -clock clk0 [all_outputs]
File: design.v
package ALUOperations;
    typedef enum logic [5:0] {
        ALU_NOP     = 6'h00,     
        ALU_ADD     = 6'h01,     
        ALU_SUB     = 6'h02,     
        ALU_AND     = 6'h03,     
        ALU_OR      = 6'h04,     
        ALU_XOR     = 6'h05,     
        ALU_NAND    = 6'h06,     
        ALU_NOR     = 6'h07,     
        ALU_XNOR    = 6'h08,     
        ALU_ANDN    = 6'h09,     
        ALU_ORN     = 6'h0A,     
        ALU_XORN    = 6'h0B,     
        ALU_NOT     = 6'h0C,     
        ALU_SLL     = 6'h0D,     
        ALU_SLT     = 6'h0E,     
        ALU_SLTU    = 6'h0F,     
        ALU_SRL     = 6'h10,     
        ALU_SRA     = 6'h11,     
        ALU_MUL     = 6'h12,     
        ALU_MULH    = 6'h13,     
        ALU_MULHU   = 6'h14,     
        ALU_MULHSU  = 6'h15,     
        ALU_DIV     = 6'h16,     
        ALU_DIVU    = 6'h17,     
        ALU_REM     = 6'h18,     
        ALU_REMU    = 6'h19,     
        ALU_SLO     = 6'h1A,     
        ALU_SRO     = 6'h1B,     
        ALU_ROL     = 6'h1C,     
        ALU_ROR     = 6'h1D,     
        ALU_SBSET   = 6'h1E,     
        ALU_SBCLR   = 6'h1F,     
        ALU_SBINV   = 6'h20,     
        ALU_SBEXT   = 6'h21,     
        ALU_CLZ     = 6'h22,     
        ALU_CTZ     = 6'h23,     
        ALU_PCNT    = 6'h24,     
        ALU_BEXT    = 6'h25,     
        ALU_BDEP    = 6'h26,     
        ALU_GREV    = 6'h27,     
        ALU_SHFL    = 6'h28,     
        ALU_UNSHFL  = 6'h29,     
        ALU_INCA    = 6'h2A,     
        ALU_DECA    = 6'h2B,     
        ALU_ABS     = 6'h2C,     
        ALU_NEG     = 6'h2D,     
        ALU_RLTC    = 6'h2E,     
        ALU_RRTC    = 6'h2F,     
        ALU_BITREV  = 6'h30,     
        ALU_BSWAP   = 6'h31,     
        ALU_MIN     = 6'h32,     
        ALU_MINU    = 6'h33,     
        ALU_MAX     = 6'h34,     
        ALU_MAXU    = 6'h35      
    } alu_op_t;
endpackage
package FPUOperations;
    typedef enum logic [5:0] {
        FPU_NOP         = 6'h00,
        FPU_ADD_S       = 6'h01,
        FPU_SUB_S       = 6'h02,
        FPU_MUL_S       = 6'h03,
        FPU_DIV_S       = 6'h04,
        FPU_MIN_S       = 6'h05,
        FPU_MAX_S       = 6'h06,
        FPU_SQRT_S      = 6'h07,
        FPU_MADD_S      = 6'h08,
        FPU_MSUB_S      = 6'h09,
        FPU_NMADD_S     = 6'h0A,
        FPU_NMSUB_S     = 6'h0B,
        FPU_CVT_W_S     = 6'h0C,
        FPU_CVT_WU_S    = 6'h0D,
        FPU_CVT_S_W     = 6'h0E,
        FPU_CVT_S_WU    = 6'h0F,
        FPU_SGNJ_S      = 6'h10,
        FPU_SGNJN_S     = 6'h11,
        FPU_SGNJX_S     = 6'h12,
        FPU_EQ_S        = 6'h13,
        FPU_LT_S        = 6'h14,
        FPU_LE_S        = 6'h15,
        FPU_ADD_D       = 6'h16,
        FPU_SUB_D       = 6'h17,
        FPU_MUL_D       = 6'h18,
        FPU_DIV_D       = 6'h19,
        FPU_MIN_D       = 6'h1A,
        FPU_MAX_D       = 6'h1B,
        FPU_SQRT_D      = 6'h1C,
        FPU_MADD_D      = 6'h1D,
        FPU_MSUB_D      = 6'h1E,
        FPU_NMADD_D     = 6'h1F,
        FPU_NMSUB_D     = 6'h20,
        FPU_CVT_S_D     = 6'h21,
        FPU_CVT_D_S     = 6'h22,
        FPU_CVT_W_D     = 6'h23,
        FPU_CVT_WU_D    = 6'h24,
        FPU_CVT_D_W     = 6'h25,
        FPU_CVT_D_WU    = 6'h26,
        FPU_SGNJ_D      = 6'h27,
        FPU_SGNJN_D     = 6'h28,
        FPU_SGNJX_D     = 6'h29,
        FPU_EQ_D        = 6'h2A,
        FPU_LT_D        = 6'h2B,
        FPU_LE_D        = 6'h2C
    } fpu_op_t;
endpackage
module Unshuffle (
    input logic [31:0] data,       
    input logic [31:0] pattern,    
    output logic [31:0] result     
);
    always_comb begin
        result = 32'b0;
        for (int i = 0; i < 32; i++) begin
            result[pattern[i]] = data[i];   
        end
    end
endmodule
File: run.sh
#!/bin/bash
# OpenROAD 26Q1-2900-gdf79404cd8, Yosys 0.63+post, stock flow scripts
make -C /OpenROAD-flow-scripts/flow DESIGN_CONFIG=/design/flow/config.mk WORK_HOME=/design/flow/orfs finish
==> results.txt <==
Implementation results are summarized by area below.

Final timing
The final worst-path cycle share is 0.556. For the final routed database, the setup TNS stands at 0 ps. After layout, the minimum clock period comes to 8510 ps. The final timing report counts setup violations totalling 0. The final hold violation count is 0.

Setup repair after global routing left no endpoint under its margin. The timing-limited maximum frequency is 0.117 GHz. The number of pins exceeding their max-slew limit in the final report is 0.

Critical path
The script reports the combined buffer and inverter count of the critical path as 2. The worst stage delay on the critical path is roughly 570 ps. The worst endpoint required time is 12,240 ps. The top fanout value on the critical path is 6. STA classifies the critical path endpoint as an output pin. The cell with the largest stage delay on the worst path is sky130_fd_sc_hd__or4_4.

The startpoint type of the worst setup path is an input pin. Per STA, the worst path is made up of clkdlybuf4s50_1, or4_4, a2111oi_4, o2111ai_1, a211oi_1, o22ai_1, clkdlybuf4s50_1. By startpoint and endpoint, the worst setup path is classified as input pin to output pin. The cell family with the largest share of critical-path delay is AND-OR/OR-AND gates.

The OpenROAD report gives the critical path a data arrival time of 5450 ps. The cell repeated most along the worst path is sky130_fd_sc_hd__clkdlybuf4s50_1.

Routing
The number of optimization iterations in the first detailed-route pass is 4. In this run, the number of DRC markers left after iteration 0 of detailed routing was 45. TritonRoute reported its final design rule violation total as 0.

The via density per instance is 4.53. The count of nets left with antenna violations once routing finished came out at 0. The via total after detailed routing is between 1,000 and 1,500. For this sky-water flow run, the detailed-routed wirelength per cell is reported as 13.2 um. The wire length recorded after detailed routing is 3620 um.

The antenna cell count is 0.

Worst hold path
The endpoint of the worst hold path is reported as result[0]. The type recorded for the worst min-delay path is input pin to output pin. The launch instance of the worst min-delay path is data[31]. The hold path depth is 4.

Yosys
Counting the warning lines in the Yosys log gives 1. The leading area contributor after synthesis is sky130_fd_sc_hd__buf_4. The main area contributors are sky130_fd_sc_hd__buf_4 (22%), sky130_fd_sc_hd__nor3b_1 (5.1%), sky130_fd_sc_hd__nor2b_1 (4.8%). Averaged over all synthesized cells, the footprint is 6.54 sq um. The share of the Yosys chip area taken by registers is 0.

Counting distinct cell types in the post-synthesis netlist gives 40. The post-synthesis instance area is 1040 sq um. For this design, Yosys synthesis ends with a cell count of 159.

The number of cells produced by synthesis is between 150 and 200. According to the Yosys statistics, the synthesized design has a chip area of 1040 sq um. The fraction of post-synthesis cell area in the top cell type by area is 0.217.

Placement
Counting tap cells, the placed design contains a total of 275 instances. Detailed placement ended at an HPWL of 3290 um. The quantity of I/O buffers inserted on ports is 66. The final estimated routing congestion in global placement is ~0.83.

Die
In this run the full chip footprint comes out at 7570 sq um. For this configuration, the core starts out at a cell density of 0.239. The total area inside the core boundary comes to 4350 sq um. The number of core rows is 24. In this run the vertical extent of the chip is 87 um.

The overall die width is 87 um. The floorplan report gives the top-level pin count as 96.

Global routing
Entering global routing, the biggest net connects 10 pins. For this run the aggregate overflow at the end of global routing stands at 0. The combined global-route utilization of all metal layers is 0.0895.

The first-pass GRT wire length is 5870 um. The number of global-route vias before repair was 1,339. The number of antenna violations at the first check in global routing came to 0.

Cells and area
The register cell area after layout is 0 sq um. For this run, the share of the core covered by cells in the final layout is 0.378. Leaving out fill and tap cells, the most frequent cell in the layout is sky130_fd_sc_hd__clkdlybuf4s50_1. The number of sequential cells reported for the layout is 0. Leaving out filler cells and counting taps, the final layout contains 275.

Compared with the post-synthesis result, the final layout area differs by 58.2%. The top cell types in the final layout, fill and taps aside, are sky130_fd_sc_hd__clkdlybuf4s50_1 (66), sky130_fd_sc_hd__conb_1 (30), sky130_fd_sc_hd__nor2_1 (12). The final-layout clock buffer total is 0. In the final layout, the share of cells above drive strength 1 is 0.0269.

Power
Per the OpenROAD power report, leakage power amounts to just over 0.6 nW. The peak supply drop is 0.00802 mV. The completed layout was analyzed and its total power is 35.8 uW. The report lists the power per cell area as ~22 nW/um^2.

CTS
The post-CTS hold buffer count recorded in the log is 0. The post-cts sizing count is 0. The post-CTS setup repair buffer count is 0.

Flow run
The number of warning messages in the logs is 32. Max-cap violations in this run came to 0.

Outcome
The flow ran to the end, and the final reports show no timing, DRC or antenna violations.
how the worst max path moves through the flow:
stage          startpoint         to  slack [ps]  depth (start not counted)
finish        pattern[25]  result[1]        6790                          7
global route  pattern[25]  result[1]        6670                          7
CTS           pattern[25]  result[1]        6790                          7
cell families after synthesis:
| family | after synthesis | share of synthesized area |
|---|---|---|
| mux | 2 | 0.0205 |
| simple gates | 62 | 0.337 |
| other cells | 1 | 0.00361 |
| compound gates | 53 | 0.383 |
| buf+inv | 41 | 0.256 |
cell type report:
| cell class | instances | area [sq um] |
|---|---|---|
| Fill cell | 471 | 2710 |
| Inverter | 10 | 37.5 |
| Multi-Input combinational cell | 147 | 882 |
| Tap cell | 52 | 65.1 |
| Timing Repair Buffer | 66 | 661 |
routing by layer:
layer | track usage | up-vias | part of all wire
met4 | 0 | 0 | 0
met2 | 0.147 | 49 | 0.45
met1 | 0.121 | 523 | 0.46
met5 | 0 | - | 0
li1 | - | 673 | -
met3 | 0.0245 | 0 | 0.087
Yosys cell counts, types with 3 or more instances:
cell                         n
sky130_fd_sc_hd__a211o_1     3
sky130_fd_sc_hd__a211oi_1    6
sky130_fd_sc_hd__a21oi_1     8
sky130_fd_sc_hd__buf_4      30
sky130_fd_sc_hd__inv_1      10
sky130_fd_sc_hd__nand2_1    10
sky130_fd_sc_hd__nand3_1     5
sky130_fd_sc_hd__nand3b_1    6
sky130_fd_sc_hd__nor2_1     12
sky130_fd_sc_hd__nor2b_1     8
sky130_fd_sc_hd__nor3_1      5
sky130_fd_sc_hd__nor3b_1     7
sky130_fd_sc_hd__o2111ai_1   4
sky130_fd_sc_hd__o21ai_0    10
sky130_fd_sc_hd__o22ai_1     3
sky130_fd_sc_hd__or3_1       3
where the power goes:
| group | internal [mW] | switching (mW) | total, mW |
|---|---|---|---|
| Combinational | 0.0223 | 0.0135 | 0.0358 |
| Clock | 0 | 0 | 0 |
| Sequential | 0 | 0 | 0 |
per-stage QoR:
step	setup WS [ps]	area, sq um	hold slack (ps)
after detailed placement	6800	1650	7210
after global placement	6880	1650	7230
after global routing	6670	1650	7280
after CTS	6790	1650	7210
after floorplan	7890	1150	6210
final	6790	1650	7200
Power is estimated from default activity; no workload was simulated.
